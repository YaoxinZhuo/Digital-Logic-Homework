==> run.sh <==
#!/bin/bash
# OpenROAD 26Q1-2900-gdf79404cd8, Yosys 0.63+post, stock flow scripts
make -C /OpenROAD-flow-scripts/flow DESIGN_CONFIG=/design/flow/config.mk WORK_HOME=/design/flow/orfs finish
==> config.mk <==
export PLATFORM = sky130hd
export DESIGN_NAME = UP
export DESIGN_NICKNAME = UP
export VERILOG_FILES = /design/flow/design.v
export SDC_FILE = /design/flow/constraint.sdc
export NUM_CORES = 4
export LEC_CHECK = 1
export CORE_UTILIZATION = 40
==> constraint.sdc <==
current_design UP

set clk_period 9.7
set clk_io_pct 0.2

create_clock -name clk0 -period $clk_period [get_ports {CLK}]

set non_clock_inputs [all_inputs -no_clocks]
set_input_delay [expr $clk_period * $clk_io_pct] -clock clk0 $non_clock_inputs
set_output_delay [expr $clk_period * $clk_io_pct] -clock clk0 [all_outputs]
==> design.v <==
`timescale 1ns / 1ps
module SMG(input [15:0] Data,input [1:0] bitsel,output reg [3:0] AN,output reg [7:0] Seg);
reg [3:0] outdata;
always @(bitsel or Data)
	begin
		case(bitsel)
		2'b00:begin AN=4'b0111;outdata=Data[15:12]; end
		2'b01:begin AN=4'b1011;outdata=Data[11:8]; end
		2'b10:begin AN=4'b1101;outdata=Data[7:4]; end
		2'b11:begin AN=4'b1110;outdata=Data[3:0]; end
		default:begin AN<=4'b1111; end
		endcase
	end
always @(outdata or AN)
	begin
		case(outdata)
		4'b0000: Seg = 8'b00000011;
		4'b0001: Seg = 8'b10011111;
		4'b0010: Seg = 8'b00100101;
		4'b0011: Seg = 8'b00001101;
		4'b0100: Seg = 8'b10011001;
		4'b0101: Seg = 8'b01001001;
		4'b0110: Seg = 8'b01000001;
		4'b0111: Seg = 8'b00011111;
		4'b1000: Seg = 8'b00000001; 
		4'b1001: Seg = 8'b00001001;
		4'b1010: Seg = 8'b00010001;
		4'b1011: Seg = 8'b11000001;
		4'b1100: Seg = 8'b01100011;
		4'b1101: Seg = 8'b10000101;
		4'b1110: Seg = 8'b01100001;
		4'b1111: Seg = 8'b01110001;
		default: Seg = 8'b11111111;
		endcase
	end
endmodule
`timescale 1ns / 1ps
module UP(input SS,input CLK,input CLR,output [3:0] an,output [7:0] seg);
reg [15:0] data;
reg [1:0] bitsel;
reg [21:0] count;
reg [15:0] countflash;
SMG SMG1(data,bitsel,an,seg);
always @ (posedge CLK or negedge CLR)
	begin
		if(!CLR)
			begin
				data<=16'b0000000000000000;
				count<=22'b0000000000000000000000;
				countflash<=16'b0000000000000000;
			end
		else
			begin
				if(SS)
					begin
						count<=count+22'b0000000000000000000001;
						countflash<=countflash+16'b0000000000000001;
						if(count==22'b1111111111111111111111)
							begin
								case(data)
									16'bxxxxxxxxxxxx1001:data<=data+16'b0000000000000111;
									16'bxxxxxxxx10011001:data<=data+16'b0000000001100111;
									16'bxxxx100110011001:data<=data+16'b0000011001100111;
									16'b1001100110011001:data<=16'b0000000000000000;
									default:data<=data+16'b0000000000000001;
								endcase
								count<=22'b0000000000000000000000;
							end
						if(countflash==16'b1111111111111111)
						begin
							bitsel<=bitsel+2'b01;
							countflash<=16'b0000000000000000;
						end
					end
				else
					begin
						countflash<=countflash+16'b0000000000000001;
						if(count==22'b1111111111111111111111)
							begin
								case(data)
									16'bxxxxxxxxxxxx1001:data<=data+16'b0000000000000111;
									16'bxxxxxxxx10011001:data<=data+16'b0000000001100111;
									16'bxxxx100110011001:data<=data+16'b0000011001100111;
									16'b1001100110011001:data<=16'b0000000000000000;
									default:data<=data+16'b0000000000000001;
								endcase
								count<=22'b0000000000000000000000;
							end
						if(countflash==16'b1111111111111111)
						begin
							bitsel<=bitsel+2'b01;
							countflash<=16'b0000000000000000;
						end
					end
			end
	end
endmodule
==> run summary <==
run metrics: Worst Path Required 7.76 ns, Crit Path Max Fanout 5, DRC viols 0, Slew headroom 46.6%, worst-case clock buffer depth 2, hold_buf cts 0, clock latency (worst-skew pair) 0.31 ns, Initial DRC Count 63, I/O pins 15, Top-area cell share 42.3%, status finished clean, pwr/cell area 130 nW/um^2, TritonCTS clock tree yes, routed len/inst 12.9 microns, Max-Cap Viols 0, RSZ-0062 raised after global routing false, async set-or-reset flop fraction in the synthesized netlist 96.4%, Critical Path, Cell by Cell inv_1 > ha_1 > a222oi_1 > a21oi_1 > inv_1 > ha_1 > o21ai_0 > mux2i_1 > clkdlybuf4s50_1, Worst IR Drop VDD 0.0777 mV, yosys cell count 324, sw power 0.117 mW, Logic pwr share 9.2%, worst hold path type reg -> reg, setup ws final 4.96 ns, Clk pwr share 32.8%, crit path capture type output pin, Hold Vio Cnt, Final 0, # Post-CTS Setup Buffers 0, Via density 5.22, crit path time final 4.74 ns, Sequential Power Share 58.0%, post-detail-place hpwl 3940 microns, startpoint types flop, WL final 5700 microns, top cells, area dfrtp_1, xnor2_1, ha_1, top cells by count dfrtp_1, xnor2_1, nor2_1, nand4_1, nand2_1, CTS sink cnt 56, Internal 0.340 mW, Lkg Pwr 1.46 nW, clock-pin transition on the worst setup and hold timing paths 0.10 ns, Inserted Diodes 0, DIE AREA 8340 sq um, Worst Skew 0.00963 ns, Synth Warn # 2, layout cell share with drive strength beyond 1 7.40%, DP Worst Slack 5.33 ns, Sw Share 25.5%, core outline area 7730 sq um, OpenROAD warnings 32, CP max stage delay 0.47 ns, vias in the first global route 2243, Yosys chip area 3190 sq um, Max Fclk 0.211 GHz, row count 32, area grow syn2layout 10.3%, CP Buf/Inv Count 3, setup TNS 0 ns, Routability Congestion 0.794, die width 91.3 microns, largest area contributor in the netlist dfrtp_1, pin count of the biggest net entering global routing 56, Syn Area/Cell 9.86 sq um, all-layer global routing usage 15.6%, number of synthesized register bits 56, count leader, synth dfrtp_1, DR pass1 iterations 5, Die Height 91.3 microns, Fill cells 735, # port buffers 13, Vias 2296, antenna violations before repair 0, Antenna Nets Post-Route 0, Initial Util 41.3%, Post-Synthesis Cells 324, CP top delay family buffers and inverters, Tcrit/Tclk final 48.9%, Gates resized, CTS repair 0, total CTS buffers 5, EDFF count, synth 2, synthesized area 3190 sq um, Cell variety after synth 49, grt total ovfl 0, Final Slew Violations 0, Arr. time, crit path 2.80 ns, first-pass GRT wire length 10400 microns, CTS Root Cell clkbuf_8, Setup Viol. Count Final 0, worst slew pin tran 0.794 ns, Crit Path Category reg -> out, depth of the CTS H-tree 2, sequential fraction of the synthesis area 44.2%, Top FF cell, synth dfrtp_1, Critical-path top delay cell clkdlybuf4s50_1
-- per-layer routing --
metal  vias to the layer above  wire [microns]  global-route usage (%)  share of wire (%)
met2                        26            2530                    23.7                 44
li1                       1171               -                       -                  -
met3                         9             129                    2.13                2.3
met5                         -               0                       0                  0
met4                         0             102                    2.65                1.8
met1                      1090            2930                    25.3                 51
-- logic make-up (layout without fill, tap and decap cells) --
kind of cell    count (synthesis)  after routing  share of synthesized area, %
mux                            15             15                          4.82
fa+ha+maj                      13             13                          5.09
flops                          56             56                          44.2
other cells                     1              1                         0.117
buf+inv                        30             44                          4.11
compound gates                 38             38                          7.60
simple gates                  133            133                          23.6
xor+xnor                       38             38                          10.4
-- state kept, by name, indices dropped and copies added, names as in the netlist --
| name | flops |
|---|---|
| bitsel | 2 |
| count | 22 |
| countflash | 16 |
| data | 16 |
-- placed cells by master, fill, tap and decap left out, types with 3 or more instances in the layout --
cell type         n
dfrtp_1          54
xnor2_1          31
nor2_1           24
nand4_1          21
nand2_1          20
inv_1            18
a21oi_1          13
ha_1             13
mux2i_1          12
clkdlybuf4s50_1  12
nand3_1          10
o21ai_0           8
and3_1            7
nor4_1            7
xor2_1            7
nor3_1            6
or3_1             6
nor2b_1           5
or4_1             5
and2_1            5
clkbuf_8          5
nand2b_1          4
o22ai_1           4
buf_4             4
a222oi_1          3
mux2_2            3
nand3b_1          3
-- area by class of cell --
type | instances | area [sq um] | share of cell area, %
clock buffers | 5 | 68.8 | 1.95
clock inverters | 3 | 37.5 | 1.07
inverters | 19 | 71.3 | 2.02
multi-input cells | 238 | 1650 | 46.9
flip-flops and latches | 56 | 1410 | 40.1
well taps | 102 | 128 | 3.62
repair buffers | 17 | 155 | 4.40
-- stage by stage --
stage               hold slack [ns]  total power, mW  cell area (sq um)  std cells  util [%]
floorplan                     0.439            0.299               3190        324         -
global placement              0.458            0.311               3420        432      44.2
detailed placement            0.465            0.312               3420        432      44.2
CTS                           0.480            0.464               3520        440      45.6
global route                  0.492            0.483               3520        440      45.6
finish                        0.475            0.457               3520        440      45.6
-- power groups by stage --
stage         clock network, mW  logic [mW]  registers (mW)
CTS                       0.156      0.0430           0.265
global route              0.166      0.0491           0.268
finish                    0.150      0.0419           0.265
-- final timing paths --
check                           slack [ns]                      end                     from  cells after the start
worst max-delay path                  4.96                   seg[6]      bitsel[0]$_DFFE_PP_                      9
worst min-delay path                  0.47  countflash[6]$_DFF_PN0_  countflash[6]$_DFF_PN0_                      1
worst min register to register        0.47  countflash[6]$_DFF_PN0_  countflash[6]$_DFF_PN0_                      1
max in group asynchronous             7.50  countflash[8]$_DFF_PN0_                      CLR                      2
min in group asynchronous             1.76      data[7]$_DFFE_PN0P_                      CLR                      2
worst max register to register        7.17      data[1]$_DFFE_PN0P_    count[17]$_DFFE_PN0P_                      4
Power figures rest on the tool's default switching activity, not on a simulated workload.
