[/design/flow/design.v]
`timescale 1ns / 1ps
module basichomework13(MR,LOAD,EN,UPDN,CLK,QN,CO,D
    );
	input MR,LOAD,EN,UPDN,CLK;
	output reg [3:0] QN;
	input [3:0] D;
	output reg CO;
	always @ (posedge CLK or posedge MR)
		begin
			if(MR==1)
				begin
					QN<=0;
					CO<=0;
				end
			else 
				begin
					if(LOAD==0)
						begin
							QN<=D;
							CO<=0;
						end
					else if(EN==1&&UPDN==0) 
						begin
							if(QN==4'b1111)
								begin
									CO<=1;
									QN<=4'b0000;
								end
							else
								begin
									CO<=0;
									QN<=QN+1;
								end
						end
					else if(EN==1&&UPDN==1) 
						begin
							if(QN==4'b0000)
								begin
									QN<=4'b1111;
									CO<=1;
								end
							else
								begin
									QN<=QN-1;
									CO<=0;
								end
						end
					else
						begin
							;
						end
				end
		end
endmodule
[/design/flow/run.sh]
#!/bin/bash
# OpenROAD 26Q1-2900-gdf79404cd8, Yosys 0.63+post, stock flow scripts
make -C /OpenROAD-flow-scripts/flow DESIGN_CONFIG=/design/flow/config.mk WORK_HOME=/design/flow/orfs finish
[/design/flow/config.mk]
export PLATFORM = sky130hd
export DESIGN_NAME = basichomework13
export DESIGN_NICKNAME = basichomework13
export VERILOG_FILES = /design/flow/design.v
export SDC_FILE = /design/flow/constraint.sdc
export NUM_CORES = 4
export LEC_CHECK = 1
export CORE_AREA = 10 10 70 70
export DIE_AREA = 0 0 80 80
[/design/flow/constraint.sdc]
current_design basichomework13

set clk_period 1.8
set clk_io_pct 0.2

create_clock -name clk0 -period $clk_period [get_ports {CLK}]

set non_clock_inputs [all_inputs -no_clocks]
set_input_delay [expr $clk_period * $clk_io_pct] -clock clk0 $non_clock_inputs
set_output_delay [expr $clk_period * $clk_io_pct] -clock clk0 [all_outputs]
==> results_dict.tcl <==
# place-and-route summary
set metrics [dict create \
    common_cells "inv_1, dfrtp_1, nor2_1" \
    yosysTopAreaCell "dfrtp_1" \
    outcome "completed" \
    htree_levels 1 \
    clkLatencyLatePin_ps 240 \
    cts_setup_buffers 0 \
    yosys_register_bits 5 \
    fin_hold_ws_ps 332 \
    synth.avg_cell_area_sq_um 9.04 \
    cts_sinks 5 \
    area_leaders "dfrtp_1, ha_1, inv_1, mux2i_1, a211oi_2" \
    crit_fanout 9 \
    finalInstanceArea_sq_um 596 \
    cts_buffers 3 \
    yosys_warnings 1 \
    synthCells 44 \
    grt-ovfl-total 0 \
    viasPerCell 3.59 \
    dieWidth_um 80 \
    place_inst 101 \
    core_sq_um 3420 \
    fp-utilization_pct 11.6 \
    top_cell "inv_1" \
    antenna_found_initial 0 \
    path_delay_family "buffers and inverters" \
    grt_pass1_wl_um 1900 \
    period_needed_ps 1600 \
    drt_iter0_drc 28 \
    edf_count 0 \
    ys_seq_share_pct 31.4 \
    drive_gt1_share_pct 8.47 \
    dp_hpwl_um 911 \
    max_slew.worst_pin.slew_ps 381 \
    syn2layout_area_growth_pct 49.7 \
    period_used_pct 89.1 \
    endpoint_kind "primary output" \
    max-cap-violations 0 \
    synth_top_area_share_pct 31.4 \
    root_buffer "clkbuf_4" \
    top_level_ports 14 \
    die_h_um 80 \
    diodes 0 \
    grtUsageTotal_pct 3.67 \
    clockBufferDepth 2 \
    max-slew-margin-rel_pct 74.5 \
    cp_num_buf_inv 1 \
    cts_tree "yes" \
    yosys_area_sq_um 398 \
    wl_per_cell_um 10.7 \
    fin_cells 105 \
    rows 21 \
    synth_area_sq_um 398 \
    hold_viol_final 0 \
    postPlaceCellArea_sq_um 569 \
    clkTransAtPathRegs_ps 40 \
    p_per_area_nw_per_um2 675 \
    slew_violations 0 \
    ys_cells 44 \
    arrival_ps 1240 \
    cp_slowest_stage_delay_ps 530 \
    crit_path_top_delay_cell "clkdlybuf4s50_1" \
    rsz0062_at_grt "false" \
    worstPathCellList "clkdlybuf4s50_1" \
    cellLeakagePower_nw 0.248 \
    wl_um 1120 \
    start_kind "flop" \
    grt_max_degree 12 \
    setup_viol 0 \
    utilization_pct 17.4 \
    skew_ps 2.38 \
    die-area_sq_um 6400 \
    io_buffers 13 \
    ctsHoldBuffers 0 \
    vias 377 \
    postRouteAntennaNets 0 \
    ys_async_sr_fraction_pct 100 \
    critical_path_class "reg -> out" \
    ys_types 27 \
    tns_ps 0 \
    first_global_vias 390 \
    ir_drop_mv 0.160 \
    ff_type "dfrtp_1" \
    fmax_mhz 624 \
    post_cts_resized 0 \
    gp_congestion 0.753 \
    min_path_type "in -> async" \
    dr.pass1.iters 2 \
    warnings 26 \
    cp.required_ps 1440 \
    drc 0 \
]
[worst reg2reg max path: cells and delay by family, from the launching register on]
kind | cells | cell delay, ps
buf+inv | 1 | 120
xor+xnor | 1 | 160
flops | 1 | 470
fa+ha+maj | 1 | 320
mux | 1 | 270
compound gates | 1 | 90
[where the power goes]
group          switching (mW)  internal (mW)
clock network          0.0410         0.0835
logic                  0.0456         0.0775
registers              0.0282          0.126
[state kept, by name, summed over array words and instances (netlist names)]
register	cells
QN	4
CO	1
[routing by layer]
metal	GRT usage (%)	up-vias	wire (um)
met3	1.93	2	76
met5	0	-	0
met1	4.49	177	510
li1	-	192	-
met2	5.62	6	528
met4	0.704	0	8
[worst paths after layout]
| check | from | endpoint | slack (ps) | cells after the start |
|---|---|---|---|---|
| max in group asynchronous | MR | QN[2] | 1290 | 2 |
| setup reg to reg | QN[0] | QN[1] | 260 | 5 |
| setup / recovery | QN[2] | QN[2] | 200 | 1 |
| min in group clk0 | CO | CO | 630 | 2 |
| hold reg to reg | CO | CO | 630 | 2 |
| hold / removal | MR | QN[1] | 330 | 2 |
[placed cells by master, fill, tap and decap left out, drive strengths merged]
cell type / Yosys / routed
o31a: 1 / 1
ha: 2 / 2
a21oi: 2 / 2
nand4b: 1 / 1
nor2: 3 / 3
mux2i: 2 / 2
and4bb: 1 / 1
dfrtp: 5 / 5
mux2: 1 / 1
o21ai: 2 / 2
clkdlybuf4s50: 0 / 13
a211oi: 1 / 1
o211ai: 1 / 1
a311oi: 1 / 1
a21o: 1 / 1
nand2b: 2 / 2
o22ai: 2 / 2
a211o: 1 / 1
nor3: 1 / 1
nand3b: 1 / 1
o311ai: 1 / 1
and3: 1 / 1
inv: 6 / 6
clkbuf: 0 / 4
a31oi: 1 / 1
xnor2: 1 / 1
nand2: 1 / 1
[stage by stage]
stage | setup slack [ps] | power (mW)
after floorplan | 436 | 0.220
after global placement | 135 | 0.277
after detailed placement | 111 | 0.279
after CTS | 171 | 0.411
after global routing | 121 | 0.439
final | 197 | 0.402
[cell type report]
type | count | area, sq um
Sequential cell | 5 | 125
Fill cell | 395 | 2820
Tap cell | 46 | 57.6
Clock buffer | 4 | 26.3
Inverter | 6 | 22.5
Multi-Input combinational cell | 31 | 234
Timing Repair Buffer | 13 | 130
[kinds of logic (layout without fill, tap and decap cells)]
group / count (synthesis) / after routing / synth area share, %
AND-OR/OR-AND: 14 / 14 / 25.5
AND/OR/NAND/NOR: 11 / 11 / 17.0
buffers and inverters: 8 / 23 / 9.75
flip-flops: 5 / 5 / 31.4
multiplexers: 3 / 3 / 7.86
adder cells (fa/ha/maj): 2 / 2 / 6.29
XOR/XNOR: 1 / 1 / 2.20
Power is estimated from default activity; no workload was simulated.
