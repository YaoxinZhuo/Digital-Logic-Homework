<file path="./design.v">
`timescale 1ns / 1ps
module basichomework3(A,B,C,G1,GA,GB,Y
    );
	input G1,GA,GB,A,B,C;
	output reg [7:0]Y;
	always @ (A or B or C or G1 or GA or GB)
	begin
		if((G1&&(~GA)&(~GB)) && (~C)&&(~B)&&(~A)) Y[0] = 1;
		else Y[0] = 0;
		if((G1&&(~GA)&(~GB)) && (~C)&&(~B)&&(A)) Y[1] = 1;
		else Y[1] = 0;
		if((G1&&(~GA)&(~GB)) && (~C)&&(B)&&(~A)) Y[2] = 1;
		else Y[2] = 0;
		if((G1&&(~GA)&(~GB)) && (~C)&&(B)&&(A)) Y[3] = 1;
		else Y[3] = 0;
		if((G1&&(~GA)&(~GB)) && (C)&&(~B)&&(~A)) Y[4] = 1;
		else Y[4] = 0;
		if((G1&&(~GA)&(~GB)) && (C)&&(~B)&&(A))Y[5] = 1;
		else Y[5] =0;
		if( (G1&&(~GA)&(~GB)) && (C)&&(B)&&(~A)) Y[6] = 1;
		else Y[6] = 0;
		if((G1&&(~GA)&(~GB)) && (C)&&(B)&&(A)) Y[7] = 1;
		else Y[7] = 0;
	end
endmodule
</file>
<file path="./run.sh">
#!/bin/bash
# OpenROAD 26Q1-2900-gdf79404cd8, Yosys 0.63+post, stock flow scripts
make -C /OpenROAD-flow-scripts/flow DESIGN_CONFIG=/design/flow/config.mk WORK_HOME=/design/flow/orfs finish
</file>
<file path="./config.mk">
export PLATFORM = sky130hd
export DESIGN_NAME = basichomework3
export DESIGN_NICKNAME = basichomework3
export VERILOG_FILES = /design/flow/design.v
export SDC_FILE = /design/flow/constraint.sdc
export NUM_CORES = 4
export LEC_CHECK = 1
export CORE_AREA = 10 10 70 70
export DIE_AREA = 0 0 80 80
</file>
<file path="./constraint.sdc">
current_design basichomework3

set clk_period 1.4
set clk_io_pct 0.2

create_clock -name clk0 -period $clk_period

set non_clock_inputs [all_inputs -no_clocks]
set_input_delay [expr $clk_period * $clk_io_pct] -clock clk0 $non_clock_inputs
set_output_delay [expr $clk_period * $clk_io_pct] -clock clk0 [all_outputs]
</file>
==> Slide: Implementation Results <==
Physical Implementation Snapshot

Global route
  – GRT Total Usage: 1.78%
  – GRT Residual Overflow: 0
  – Vias in the first global route: 188
  – Initial antenna violation count: 0
  – First-pass GRT wire length: 972 microns
  – Largest net degree at the start of global routing: 5

Yosys
  – Register area share after synthesis: 0%
  – Ys Warns: 1
  – Avg Cell Area, Syn: 5.90 sq um
  – Yosys chip area: 82.6 sq um
  – Synth Instances: 14
  – Netlist cell types: 7
  – Cells in synth_stat.txt: 14
  – Synthesized cell area: 82.6 sq um

Detailed routing
  – DR vias: 175
  – Vias/cell: 2.27
  – Routed Antenna Nets: 0
  – Detailed Route Iter0 Violations: 4
  – First drt pass iteration count: 2
  – Wire per inst: 8.09 microns
  – WL final: 623 microns
  – ANT cells: 0
  – Drt drc: 0

Floorplanning
  – I/O Pins: 14
  – Die Span Y: 80 microns
  – Core area: 0.00342 sq mm
  – Initial Util: 2.42%
  – Row count: 21
  – Die ar.: 0.00640 sq mm
  – Chip width: 80 microns

Placement
  – Port Buffers: 14
  – Final HPWL DP: 501 microns
  – GP Congestion: 0.751
  – Post-Place Cells: 77

STA
  – Final min period: 1.38 ns
  – Fmax: 723 MHz
  – Rel. slew slack: 86.6%
  – Final hold violations: 0
  – Setup TNS: 0 ns
  – Unrepaired setup endpoints after global routing: true
  – Final setup vio count: 0
  – Final Max Slew Viols: 0
  – Final Cycle Share: 98.8%
  – Slew @ Worst Pin: 0.199 ns

Power and ir drop
  – Peak supply drop: 0.0234 mV
  – Pwr Density: 162 mW/mm^2
  – Static leakage: 0.126 nW

Layout
  – FFs & Latches: 0
  – Fillers: 400
  – Clock buf count: 0
  – Flop area: 0 sq um
  – Final non-filler cell total: 77
  – P&R area growth vs syn: 289%
  – Share of cells above drive strength 1: 80.6%

Worst hold path
  – Hold Startpoint: GA
  – Hold WC Path Type: input pin to output pin

Run status
  – Status: completed

Setup path
  – Worst setup SP type: input pin
  – Required @ worst endpoint: 1.12 ns
  – Crit Path Max Fanout: 4
  – Setup Crit Path Kind: input pin to output pin
  – Worst endpoint data arrival time: 1.10 ns
  – CP startpoint: GA
  – Element type at the critical path end: output pin

Run
  – OpenROAD warnings: 33
  – Max-Cap Viols: 0

Clocking
  – Number of post-CTS setup repair buffers: 0
## layout make-up
cell class,instances,area [sq um],share of cell area (%)
tap,46,57.6,17.9
timing repair buffer,17,128,39.7
multi-input combinational,14,136,42.4
## Yosys cell counts, drive strengths merged
cell type	count	area share (%)
nand2b	1	7.6
nand4bb	1	14
nor4	2	15
or2	1	7.6
nor2	6	27
nand2	1	4.5
or4b	2	24
## layer usage
layer / GRT usage, % / part of all wire, % / routed length (microns)
met2: 2.89 / 39 / 243
met1: 2.18 / 44 / 273
met4: 0 / 0 / 0
met3: 0.909 / 17 / 106
met5: 0 / 0 / 0
## worst max-delay path, stage by stage
cell	delay, ns
buf_6	0.10
or4b_4	0.54
nor2_2	0.09
buf_2	0.10
## stage by stage
step	area, sq um	total power [mW]	hold slack, ns	utilization (%)	setup WS, ns
floorplan	82.6	0.00919	0.575	-	0.238
global placement	303	0.0431	1.56	8.86	-0.785
detailed placement	303	0.0431	1.55	8.86	-0.804
CTS	312	0.0501	0.888	9.12	0.00382
global route	322	0.0557	0.913	9.41	-0.0342
finish	322	0.0520	0.892	9.41	0.0172
## power breakdown
part / switching [mW] / total (mW) / internal, mW
Sequential: 0 / 0 / 0
Clock: 0 / 0 / 0
Combinational: 0.0233 / 0.0520 / 0.0287
Total: 0.0233 / 0.0520 / 0.0287
## final timing paths
kind	end	slack (ns)	depth (start not counted)
max	Y[2]	0.02	4
min	Y[4]	0.89	4
## logic make-up after synthesis
kind of cell     share of synthesized area (%)
and+or+nand+nor                            100
## cell usage in the layout, fill, tap and decap left out
cell             count
or4b_4               2
or2_4                1
clkdlybuf4s15_2      1
dlygate4sd2_1        3
buf_6                2
nor2_1               1
nand2b_4             1
buf_4                3
nor4_4               1
nand4bb_1            1
clkdlybuf4s15_1      1
nand2_2              1
nor2_2               5
buf_2                7
nor4_2               1
## timing repair
item / 4_1_cts / 5_1_grt
hold buffers: 0 / 0
pin swaps: 8 / 4
endpoints found under the setup margin: 8 / 6
resized: 50 / 4
Power figures rest on the tool's default switching activity, not on a simulated workload.
